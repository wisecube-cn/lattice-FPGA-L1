## design.v

```verilog
module Clock_div
(
input clk_in,   
input rst_n_in,   
input  [3:0] SW,   
output reg clk_div_pulse_out   
);
reg [24:0] PULSE_PERIOD;
always@(SW)
	case(SW)
		4'b0000:PULSE_PERIOD = 6250000;
		4'b1111:PULSE_PERIOD = 25000000;
		default:PULSE_PERIOD = 12500000;
	endcase
reg[24:0] cnt1=0;
always@(posedge clk_in or negedge rst_n_in)
	begin
		if(!rst_n_in) 
			begin 
				cnt1<=1'b0;
				clk_div_pulse_out<=1'b0;
			end
		else if(cnt1>=((PULSE_PERIOD>>1)-1'b1)) 
			begin
				cnt1<=1'b0;
				clk_div_pulse_out<=~clk_div_pulse_out;
			end
		else begin
			cnt1<=cnt1+1'b1; 
		end
	end
endmodule
```

## run.sh

```bash
#!/bin/bash
# OpenROAD 26Q1-2900-gdf79404cd8, Yosys 0.63+post, stock flow scripts
make -C /OpenROAD-flow-scripts/flow DESIGN_CONFIG=/design/flow/config.mk WORK_HOME=/design/flow/orfs finish
```

## config.mk

```make
export PLATFORM = sky130hd
export DESIGN_NAME = Clock_div
export DESIGN_NICKNAME = Clock_div
export VERILOG_FILES = /design/flow/design.v
export SDC_FILE = /design/flow/constraint.sdc
export NUM_CORES = 4
export LEC_CHECK = 1
export CORE_AREA = 10 10 106 106
export DIE_AREA = 0 0 116 116
```

## constraint.sdc

```tcl
current_design Clock_div

set clk_period 6.1
set clk_io_pct 0.2

create_clock -name clk0 -period $clk_period [get_ports {clk_in}]

set non_clock_inputs [all_inputs -no_clocks]
set_input_delay [expr $clk_period * $clk_io_pct] -clock clk0 $non_clock_inputs
set_output_delay [expr $clk_period * $clk_io_pct] -clock clk0 [all_outputs]
```

==> impl_metrics.env <==
# physical design summary
export IMPL_dr_pass1_iters=4
export IMPL_yosysChipArea_um2=1800
export IMPL_root_buffer="clkbuf_8"
export IMPL_cts_resized=0
export IMPL_rr_endpoint="cnt1[15]"
export IMPL_cp_common_cell="nand2_1"
export IMPL_ys_ff=26
export IMPL_edf_count=0
export IMPL_fmax_mhz=267
export IMPL_path_class="in -> reg"
export IMPL_chip_area_um2=13500
export IMPL_grt_max_degree=28
export IMPL_wl_per_cell_um=12.3
export IMPL_whs_ns=0.500
export IMPL_cts_buffers=3
export IMPL_critPathMaxFanout=27
export IMPL_drv_cap=0
export IMPL_vias_per_cell=4.65
export IMPL_hp_class="reg -> reg"
export IMPL_total_power_uw=297
export IMPL_design_core_area_um2=8850
export IMPL_outcome="complete, no violations"
export IMPL_finalClockSkew_ns=0.00419
export IMPL_route_vias_total=1409
export IMPL_fp_util=0.204
export IMPL_grt_pass1_vias=1337
export IMPL_globalRouteMet3Util=0.0120
export IMPL_clk_path_buf_depth=2
export IMPL_vdd_drop_max_uv=50.9
export IMPL_pwr_density_cell_nw_per_um2=145
export IMPL_period_used=0.613
export IMPL_reg2reg_from="cnt1[10]"
export IMPL_critical_path_required_ns=6.27
export IMPL_routed_wirelength_um=3710
export IMPL_grt_usage=0.0583
export IMPL_setup_slack_ns=2.36
export IMPL_postCtsSetupBuffers=0
export IMPL_warnings=25
export IMPL_syn_to_final_growth_pct=13.8
export IMPL_fin_tns_setup_ns=0
export IMPL_dp_slack_ns=2.07
export IMPL_arrival_ns=3.91
export IMPL_rsz0062_at_grt="no"
export IMPL_hpwl_um=2800
export IMPL_synth_cell_type_count=38
export IMPL_gp_routability_congestion=0.837
export IMPL_num_io_pins=7
export IMPL_met1_usage=0.0908
export IMPL_postSynthSeqShare=0.361
export IMPL_cts_tree="built"
export IMPL_synthCells=186
export IMPL_grt_busiest_layer="met1"
export IMPL_end_kind="flip-flop"
export IMPL_drtIter0Drc=69
export IMPL_antenna_found_initial=0
export IMPL_layout_top_cells="nor3_1, dfrtp_1, ha_1"
export IMPL_cp_cell_sequence="clkdlybuf4s50_1, or4_1, nand2_1, inv_1, ha_1, nand3_1, nand2_1, a211o_1, buf_4, a22o_1, a211oi_1"
export IMPL_die_h_um=116
export IMPL_clk_insertion_delay_late_ns=0.27
export IMPL_fp_dieW_um=116
export IMPL_place_area_um2=2000
export IMPL_rows=34
export IMPL_cp_slowest_cell="or4_1"
export IMPL_antennaDiodeCount=0
export IMPL_cts_hold_buffers=0
export IMPL_reg2reg_depth=7
export IMPL_grt_overflow=0
export IMPL_antenna_left=0
export IMPL_cpPeakStageDelay_ns=0.60
export IMPL_layout_drive_gt1_share=0.0872
export IMPL_start_kind="input port"
export IMPL_clock_sinks=26
export IMPL_hold_viol_final=0
export IMPL_ff_type="dfrtp_1"
export IMPL_h_tree_depth=1
export IMPL_holdPathStages=1
export IMPL_clkSlewWorstSetupHoldPaths_ns=0.09
export IMPL_met2_usage=0.0834
export IMPL_rrSetupSlack_ns=3.92
export IMPL_synth_warning_count=1
export IMPL_p_leak_uw=0.000942
export IMPL_grt_pass1_wl_um=6540
export IMPL_drv_slew=0
export IMPL_io_buffers=6
export IMPL_synth_area_per_cell_um2=9.70
export IMPL_drc=0
export IMPL_async_flop_share=1.00
export IMPL_min_delay_start="cnt1[0]"
export IMPL_fin_crit_ns=3.74
export IMPL_final_area_um2=2050
export IMPL_setup_viol=0
export IMPL_synth_area_um2=1800
export IMPL_min_to="cnt1[0]"
export IMPL_synth_stat_cells=186
[layer usage]
layer  routed length, um  up-vias
met1                1970      681
met5                   0        -
li1                    -      706
met3                 189        4
met2                1530       18
met4                  21        0
[cells in the mapped netlist (all sizes together), types with 2 or more instances]
cell	number	area [um^2]
xnor2	8	70.1
ha	18	225
nor2	7	26.3
a211oi	4	30.0
and4	6	53.8
inv	6	22.5
and2	2	12.5
buf	3	20.0
nor3	28	150
nor4	3	33.8
xor2	14	123
nand4	12	96.3
o21ai	2	10.0
or3	2	17.5
and3	3	18.8
clkbuf	3	11.3
dfrtp	26	651
nand2	9	33.8
a21oi	6	30.0
nand3	13	70.1
conb	2	7.51
a31oi	2	18.8
[power by group]
group / internal (uW) / total [uW] / leakage [uW] / switching [uW]
Combinational: 6.60 / 16.0 / 0.000578 / 9.37
Clock: 57.6 / 109 / 0.0000288 / 51.5
Sequential: 172 / 172 / 0.000335 / 0
[worst max-delay path, delay by kind of cell]
family                     cells  cell delay [ns]
AOI/OAI and AO/OA              3             0.77
buffers and inverters          3             0.74
and+or+nand+nor                4             0.89
adders and majority gates      1             0.29
[cell type report]
class	instances	area, um^2
inverters	6	22.5
clock buffers	4	55.1
flip-flops and latches	26	651
well taps	108	135
multi-input cells	150	1110
fillers	941	6800
repair buffers	9	82.6
[flip-flops by register name, indices dropped and copies added, names as in the netlist]
name               count
cnt1                  25
clk_div_pulse_out      1
[worst max path at each step]
stage	start	endpoint	slack, ns	cells past startpoint
final	SW[1]	clk_div_pulse_out	2.36	11
after CTS	SW[1]	clk_div_pulse_out	2.34	11
after global routing	SW[1]	cnt1[18]	2.07	11
[metrics by stage]
| step | util | cells |
|---|---|---|
| after floorplan | - | 188 |
| after global placement | 0.226 | 299 |
| after detailed placement | 0.226 | 299 |
| after CTS | 0.232 | 303 |
| after global routing | 0.232 | 303 |
| final | 0.232 | 303 |
[kinds of logic (layout without fill, tap and decap cells)]
kind of cell               Yosys count  after routing  synth area share
DFF                                 26             26             0.361
AOI/OAI and AO/OA                   18             18            0.0680
xor gates and xnor gates            22             22             0.107
and+or+nand+nor                     88             88             0.306
buffers and inverters               12             19            0.0298
other                                2              4           0.00416
adders and majority gates           18             18             0.125
Power is estimated from default activity; no workload was simulated.
