**flow/design.v**
```verilog
module Lightness
(
input				clk_in,
input				rst_n_in,
input		[2:0]	color,
input				up_pulse,
input				down_pulse,
output	reg			Lightness_out,
output	reg			Lightness_out1
);
localparam	CYCLE_ONE = 5;
localparam	CYCLE_TWO = 10;
localparam	CYCLE_THREE = 15;
reg	[3:0] cycle;
always @(color) begin 
	case(color)
		3'b110: cycle = CYCLE_ONE;
		3'b101: cycle = CYCLE_ONE;
		3'b011: cycle = CYCLE_ONE;
		3'b100: cycle = CYCLE_TWO;
		3'b010: cycle = CYCLE_TWO;
		3'b001: cycle = CYCLE_TWO;
		3'b000: cycle = CYCLE_THREE;
		3'b111: cycle = CYCLE_THREE;
		default: cycle = CYCLE_ONE;
	endcase
end 
reg	[3:0] duty;
always @(posedge clk_in or negedge rst_n_in) begin 
	if(!rst_n_in) begin 
		duty<=4'd2;
	end else begin
		if(up_pulse && (duty<CYCLE_ONE)) duty <= duty + 4'd1;
		else if(down_pulse && (duty>4'd0)) duty <= duty - 4'd1;
		else duty <= duty;
	end
end  
reg	[3:0]	cnt;
always @(posedge clk_in or negedge rst_n_in) begin 
	if(!rst_n_in) begin 
		cnt<=4'd0;
	end else begin
		if(cnt>=cycle) cnt<=4'd0;
		else cnt <= cnt + 4'd1;
	end 
end 
always @(posedge clk_in or negedge rst_n_in) begin 
	if(!rst_n_in) begin 
		Lightness_out<=1'b1;
	end else begin
		if(cnt<=duty) Lightness_out<=1'b1;
		else Lightness_out<=1'b0;
	end 
end 
reg	[3:0]	cnt1;
always @(posedge clk_in or negedge rst_n_in) begin 
	if(!rst_n_in) begin 
		cnt1<=4'd0;
	end else begin
		if(cnt1>=CYCLE_ONE) cnt1<=4'd0;
		else cnt1 <= cnt1 + 4'd1;
	end 
end
always @(posedge clk_in or negedge rst_n_in) begin 
	if(!rst_n_in) begin 
		Lightness_out1<=1'b1;
	end else begin
		if(cnt1<=duty) Lightness_out1<=1'b1;
		else Lightness_out1<=1'b0;
	end 
end
endmodule 
```
**flow/run.sh**
```bash
#!/bin/bash
# OpenROAD 26Q1-2900-gdf79404cd8, Yosys 0.63+post, stock flow scripts
make -C /OpenROAD-flow-scripts/flow DESIGN_CONFIG=/design/flow/config.mk WORK_HOME=/design/flow/orfs finish
```
**flow/config.mk**
```make
export PLATFORM = sky130hd
export DESIGN_NAME = Lightness
export DESIGN_NICKNAME = Lightness
export VERILOG_FILES = /design/flow/design.v
export SDC_FILE = /design/flow/constraint.sdc
export NUM_CORES = 4
export LEC_CHECK = 1
export CORE_AREA = 10 10 75 75
export DIE_AREA = 0 0 85 85
```
**flow/constraint.sdc**
```tcl
current_design Lightness

set clk_period 2.3
set clk_io_pct 0.2

create_clock -name clk0 -period $clk_period [get_ports {clk_in}]

set non_clock_inputs [all_inputs -no_clocks]
set_input_delay [expr $clk_period * $clk_io_pct] -clock clk0 $non_clock_inputs
set_output_delay [expr $clk_period * $clk_io_pct] -clock clk0 [all_outputs]
```
==> out/metrics.cfg <==
[outcome]
status = finished clean

[clock_network]
insertion_delay_ns = 0.24
clk_path_buf_depth = 2
clkSlewWorstSetupHoldPaths_ns = 0.05
cts-htree-levels = 1
numCtsBuffers = 3
clock-root-buffer = clkbuf_8
cts_num_sinks = 14
cts_tree = built
cts_setup_buffers = 0

[synth]
ys_cells = 97
synth.largest_area_cell = dfrtp_1
postSynthSeqShare_pct = 35.7
yosysUniqueCellTypes = 26
ys.flops = 14
ys_area_um2 = 992
syn_avg_cell_area_um2 = 10.2
synth.yosys.warnings = 1
syn-cell-area_um2 = 992
synth.area.top_cells = dfrtp_1 (28%), ha_1 (25%), dfstp_2 (7.9%), inv_1 (4.9%), a21oi_1 (4.5%)
netlist_instances = 97
synth.top_cell.area_share_pct = 27.7

[routing]
wire_per_inst_um = 10.2
drt-vias-per-instance = 4.18
drt_iter0_drc = 16
num_vias = 665
ant_nets = 0
drcViolationCount = 0
totalWireLength_um = 1620
dr.pass1.iters = 2
antennaDiodeCount = 0

[run]
tool_warnings = 28
maxCapViolations = 0

[worst_setup_path]
critPathCaptureType = register
worstSetupPathType = in -> reg
crit_required_ns = 2.42
cp_max_fo = 4
crit_arrival_ns = 2.26
worstSetupStartpointType = input pin

[die]
fp_util_pct = 24.5
die_w_um = 85
fp-row-count = 23
num_io_pins = 9
core-area_um2 = 4060
die-area_um2 = 7230
die_y_um = 85

[cells_and_area]
final_cell_count_no_fill = 159
final_layout_size_suffix_gt1_share_pct = 13.8
layout_top_cells = ha_1 (20), inv_1 (13), dfrtp_1 (11)
syn2layout_area_growth_pct = 19.9
lay_top_count = ha_1

[timing]
tightest_slew_ns = 0.647
fin_crit_sh_pct = 93.0
min_period_ns = 2.14
max_slew_margin_pct = 56.7
rsz0062_at_grt = false
setup_ws_ns = 0.160
finClkSkew_ns = 0.00274
setup_viol = 0
fmax_mhz = 467
slew_violations = 0
finalHoldViolations = 0

[power_and_ir_drop]
clockPowerShare_pct = 18.0
p_comb_share_pct = 46.8
total_power_mw = 1.30
swShare_pct = 37.8
p_int_uw = 810
power.share.sequential_pct = 35.2
power.density_nw_per_um2 = 1090
p_leak_nw = 0.572
switching_power_uw = 493
ir_drop_mv = 0.324

[placement]
dp_slack_ns = -0.211
port_buffers = 8
gp_congestion = 0.834
dp_cells = 155
dp_hpwl_um = 1330

[global_routing]
grt_max_degree = 15
grt_pass1_vias = 695
overflow = 0
antenna_found_initial = 0
grt_usage_pct = 4.88
grt_pass1_wl_um = 3040

[worst_hold_path]
hold_path_class = reg -> reg

## timing repair
action | CTS | global route
hold endpoints to repair | 0 | 0
gates resized | 0 | 1
hold buffers | 0 | 0
endpoints found under the setup margin | 0 | 4
## synthesized netlist by cell type, drive strengths merged
master and count:
dfstp 3, nand2b 2, xor2 2, nor3 1
a21oi 9, xnor2 2, and2 2, dfrtp 11
nand2 5, ha 20, a21o 1, mux2 3
o221ai 1, mux2i 2, nand3 2, o211ai 1
fa 1, nand4 1, nor4 1, inv 13
nand3b 1, o21ai 8, nor2 5
## path summary, 6_finish.rpt
check                               end  cells past startpoint  slack [ns]     start
worst max-delay path             cnt[3]                      8        0.16  color[0]
worst min-delay path             cnt[0]                      1        0.49    cnt[0]
worst max register to register  duty[3]                      7        0.47   duty[0]
worst min register to register   cnt[0]                      1        0.49    cnt[0]
max in group asynchronous        cnt[0]                      1        1.27  rst_n_in
min in group asynchronous       duty[3]                      1        0.62  rst_n_in
## worst max-delay path: stages
cell             delay [ns]
clkdlybuf4s50_1        0.48
inv_1                  0.05
ha_1                   0.29
mux2_2                 0.29
ha_1                   0.29
nand2_1                0.05
o21ai_1                0.25
nor2_1                 0.09
## power by group through the flow
| stage | sequential, mW | combinational [mW] | clock, mW |
|---|---|---|---|
| final | 0.459 | 0.609 | 0.235 |
| after global routing | 0.477 | 0.735 | 0.256 |
| after CTS | 0.460 | 0.622 | 0.245 |
## cells by family after synthesis
kind of cell / share of synthesized area [%]
AOI/OAI and AO/OA: 12.0
xor gates and xnor gates: 3.53
adders and majority gates: 27.2
buffers and inverters: 4.92
DFF: 35.7
muxes: 5.80
and+or+nand+nor: 10.8
## state kept, by name, summed over array words and instances (netlist names)
| name | count |
|---|---|
| cnt1 | 4 |
| cnt | 4 |
| duty | 4 |
| Lightness_out | 1 |
| Lightness_out1 | 1 |
## per-layer routing
metal | vias up | part of all wire [%] | GRT usage, % | wire (um)
li1 | 357 | - | - | -
met3 | 0 | 5.2 | 1.93 | 84
met4 | 0 | 0 | 0.299 | 0
met2 | 7 | 42 | 7.56 | 686
met1 | 301 | 52 | 6.56 | 851
met5 | - | 0 | 0 | 0
## through the flow
step / utilization (%) / hold slack [ns] / setup TNS (ns) / instance area, um^2
2_1_floorplan: - / 0.164 / 0 / 992
3_3_place_gp: 28.0 / 0.474 / -0.442 / 1130
3_5_place_dp: 28.0 / 0.485 / -0.757 / 1130
4_1_cts: 29.3 / 0.493 / 0 / 1190
5_1_grt: 29.3 / 0.513 / 0 / 1190
6_report: 29.3 / 0.485 / 0 / 1190
## cell type report
type	count	area [um^2]
fill	396	2870
multi-input combinational	70	589
sequential	14	354
timing repair buffer	8	80.1
tap	50	62.6
clock buffer	4	55.1
inverter	13	48.8
No activity file was given, so power comes from the tool's default toggle rates.
