===== ./run.sh =====
#!/bin/bash
# OpenROAD 26Q1-2900-gdf79404cd8, Yosys 0.63+post, stock flow scripts
make -C /OpenROAD-flow-scripts/flow DESIGN_CONFIG=/design/flow/config.mk WORK_HOME=/design/flow/orfs finish

===== ./config.mk =====
export PLATFORM = sky130hd
export DESIGN_NAME = Debounce
export DESIGN_NICKNAME = Debounce
export VERILOG_FILES = /design/flow/design.v
export SDC_FILE = /design/flow/constraint.sdc
export NUM_CORES = 4
export LEC_CHECK = 1
export CORE_AREA = 10 10 107 107
export DIE_AREA = 0 0 117 117

===== ./constraint.sdc =====
current_design Debounce

set clk_period 2.5
set clk_io_pct 0.2

create_clock -name clk0 -period $clk_period [get_ports {clk}]

set non_clock_inputs [all_inputs -no_clocks]
set_input_delay [expr $clk_period * $clk_io_pct] -clock clk0 $non_clock_inputs
set_output_delay [expr $clk_period * $clk_io_pct] -clock clk0 [all_outputs]

===== ./design.v =====
module Debounce(clk,rst_n,key_n,key_pulse,key_state); 
input   				clk;			 
input   				rst_n;			 
input   		[2:0]	key_n;			 
output  		[2:0]	key_pulse;		 
output	reg		[2:0]	key_state;		 
reg [2:0] key_rst;   
always @(posedge clk  or  negedge rst_n)
    if (!rst_n) key_rst <= 3'b111;
    else  key_rst <=key_n;
wire  key_an = (key_rst==key_n)? 1'b0:1'b1;
reg[18:0]  cnt;
always @ (posedge clk  or negedge rst_n)
    if (!rst_n) cnt <= 19'd0;
    else if(key_an) cnt <=19'd0;
    else cnt <= cnt + 1'b1;
reg [2:0] low_sw;
always @(posedge clk  or  negedge rst_n)
    if (!rst_n)  low_sw <= 3'b111;
	else if (cnt == 19'd500000)
        low_sw <= key_n;
reg [2:0] low_sw_r;
always @ ( posedge clk  or  negedge rst_n )
    if (!rst_n) low_sw_r <= 3'b111;
    else  low_sw_r <= low_sw;
wire [2:0] key_pulse;
assign key_pulse= low_sw_r & ( ~low_sw);
always @(posedge clk or negedge rst_n)
	if (!rst_n) key_state <= 3'b111;
    else if(key_pulse[0]) key_state[0] <= ~key_state[0];
	else if(key_pulse[1]) key_state[1] <= ~key_state[1];
	else if(key_pulse[2]) key_state[2] <= ~key_state[2];
	else key_state <= key_state;
endmodule

==> flow_summary.json <==
{
  "via_per_inst": 3.76,
  "max_cap_violations": 0,
  "synth-edff-count": 0,
  "finalClockPeriodUsage_pct": 79.6,
  "dp_hpwl_um": 1700,
  "synth_dominant_cell_count": "sky130_fd_sc_hd__dfrtp_1",
  "ys_types": 27,
  "core_area_um2": 9200,
  "powerDensity_nw_per_um2": 595,
  "total_switching_power_uw": 211,
  "lkg_pwr_nw": 0.648,
  "critPathLaunchType": "register",
  "timing_worst_setup_path_type": "register to output pin",
  "total_clock_buffers_created_by_cts": 5,
  "setup_violations": 0,
  "power.combinational.fraction_pct": 3.5,
  "grt_max_degree": 32,
  "die_height_um": 117,
  "slew_headroom_pct": 60.5,
  "number_of_gates_given_a_new_drive_strength_after_cts": 0,
  "clock_power_share_pct": 48.0,
  "seq_power_share_pct": 48.6,
  "synth_seq_share_pct": 56.4,
  "cellInternalPower_uw": 844,
  "syn-mean-instance-area_um2": 10.9,
  "design.die.area_um2": 13700,
  "async_set_or_reset_flop_fraction_in_the_synthesized_netlist_pct": 100,
  "timing_worst_slew_pin_value_ns": 0.587,
  "drt-pass1-iter-count": 4,
  "iteration_0_drc_markers": 12,
  "final.min_clock_period_ns": 1.99,
  "critPathArrivalTime_ns": 1.49,
  "path_max_fanout": 3,
  "netlist.top_cell.by_area": "sky130_fd_sc_hd__dfrtp_1",
  "antenna_violating_nets_post_route": 0,
  "finalSetupTns_ns": 0,
  "final.setup_skew_ns": 0.00409,
  "area.combinational_um2": 576,
  "grt_first_pass_wirelength_um": 4340,
  "global_route.usage.total_pct": 3.85,
  "cp_data_required_time_ns": 2.00,
  "max_clock_buf_depth": 2,
  "total_length_of_routed_wires_um": 2530,
  "clock_transition_at_the_register_clock_pins_on_the_worst_setup_and_hold_paths_after_cts_ns": 0.06,
  "netSwitchingFraction_pct": 20.0,
  "count_of_standard_cell_rows": 35,
  "floorplan.die.width_um": 117,
  "timing.fmax_mhz": 502,
  "ys_ff": 31,
  "gp_routability_congestion": 0.778,
  "grt_setup_unrepaired": "false",
  "ys_top_cells_by_count": "19 x sky130_fd_sc_hd__dfrtp_1, 17 x sky130_fd_sc_hd__nor2_1, 14 x sky130_fd_sc_hd__xnor2_1",
  "detail_route.antenna_diodes": 0,
  "synth-main-ff-cell": "sky130_fd_sc_hd__dfrtp_1",
  "detailroute.via_count": 970,
  "worst_setup_path_end_kind": "output pin",
  "run_status": "complete, no violations",
  "top_level_ports": 11,
  "drv_slew": 0,
  "n_fill_cell": 986,
  "htree_num_levels": 2,
  "cts_sinks": 31,
  "holdBufCountCts": 0,
  "yosysWarningCount": 1,
  "area_leaders": "sky130_fd_sc_hd__dfrtp_1 34%, sky130_fd_sc_hd__dfstp_2 23%, sky130_fd_sc_hd__xnor2_1 8.8%",
  "final_util_pct": 19.3,
  "synth.cell_area_um2": 1400,
  "cts_root_buf": "sky130_fd_sc_hd__clkbuf_8",
  "antenna_found_initial": 0,
  "core_util_floorplan_pct": 15.2,
  "layout_overhead_on_the_synthesized_area_pct": 26.4,
  "post_drt_wl_per_cell_um": 9.81,
  "yosys_cells": 128,
  "min_path_type": "register to register",
  "register_area_um2": 791,
  "globalRoute.totalOverflow": 0,
  "drc_errors": 0,
  "clock_tree_from_tritoncts": "built",
  "worst_supply_voltage_drop_on_vdd_v": 0.000262,
  "grt_pass1_vias": 908,
  "post-cts-setup-buffers": 0,
  "instance_tally_after_logic_synthesis": 128,
  "yosysChipArea_um2": 1400,
  "tally_of_buffers_added_on_design_ports": 10,
  "post_route_cells_drive_above_1_share_pct": 20.4,
  "tool_warnings": 26,
  "timing.final.hold_violations": 0,
  "netlist.area_leader.share_pct": 33.9,
  "clk_ins_delay_skew_pair_ns": 0.28
}
-- registers in the layout (all words and copies together) (netlist names) --
signal / flops
key_state: 3
low_sw_r: 3
key_rst: 3
cnt: 19
low_sw: 3
-- cells in the final DEF (no fill, tap or decap), types with 4 or more instances in the layout --
cell type,count
sky130_fd_sc_hd__clkdlybuf4s50_1,10
sky130_fd_sc_hd__nand2_1,6
sky130_fd_sc_hd__a21oi_1,4
sky130_fd_sc_hd__clkbuf_8,6
sky130_fd_sc_hd__nand4_1,7
sky130_fd_sc_hd__inv_1,7
sky130_fd_sc_hd__nand3_1,5
sky130_fd_sc_hd__nor3_1,5
sky130_fd_sc_hd__dfrtp_1,19
sky130_fd_sc_hd__xor2_1,5
sky130_fd_sc_hd__xnor2_1,14
sky130_fd_sc_hd__nor4_1,5
sky130_fd_sc_hd__nor2_1,17
sky130_fd_sc_hd__dfstp_2,12
-- logic make-up after synthesis --
family | count (synthesis) | synth area share, %
compound gates | 8 | 3.12
xor+xnor | 19 | 11.9
fa+ha+maj | 2 | 1.79
buf+inv | 9 | 2.50
flops | 31 | 56.4
mux | 3 | 2.41
simple gates | 56 | 21.9
-- cell type report --
class,instances,share of cell area (%)
Inverter,7,1.48
Timing Repair Buffer,13,6.92
Sequential cell,31,44.6
Multi-Input combinational cell,88,32.5
Clock inverter,2,1.98
Tap cell,111,7.84
Clock buffer,6,4.66
-- layer usage --
metal	global-route usage [%]	vias to the layer above	share of wire (%)
li1	-	476	-
met1	4.95	473	48
met2	6.04	15	44
met3	1.55	6	5.5
met4	0.741	0	2.0
met5	0	-	0
-- worst max-delay path, cell delays in order (launching register included) --
cell                              delay, ns
sky130_fd_sc_hd__dfstp_2               0.51
sky130_fd_sc_hd__nor2b_1               0.20
sky130_fd_sc_hd__clkdlybuf4s50_1       0.50
-- power groups by stage --
stage | Sequential, mW | Clock [mW] | Combinational (mW)
5_1_grt | 0.512 | 0.551 | 0.0413
6_report | 0.512 | 0.506 | 0.0366
4_1_cts | 0.512 | 0.514 | 0.0381
-- path summary, 6_finish.rpt --
kind / from / to / slack (ns) / cells after the start
worst min-delay path: low_sw[1] / low_sw_r[1] / 0.37 / 0
worst min register to register: low_sw[1] / low_sw_r[1] / 0.37 / 0
worst max-delay path: low_sw_r[1] / key_pulse[1] / 0.51 / 2
max in group asynchronous: rst_n / low_sw[2] / 1.58 / 2
worst max register to register: cnt[0] / cnt[18] / 0.63 / 5
min in group asynchronous: rst_n / cnt[9] / 0.60 / 2
-- per-stage QoR --
| stage | instance area, um^2 | hold slack [ns] | worst slack, ns | std cells | power, mW |
|---|---|---|---|---|---|
| 2_1_floorplan | 1400 | 0.204 | 0.830 | 128 | 0.533 |
| 3_3_place_gp | 1650 | 0.366 | 0.685 | 250 | 0.558 |
| 3_5_place_dp | 1650 | 0.367 | 0.655 | 250 | 0.558 |
| 4_1_cts | 1770 | 0.375 | 0.473 | 258 | 1.06 |
| 5_1_grt | 1770 | 0.383 | 0.429 | 258 | 1.11 |
| 6_report | 1770 | 0.372 | 0.509 | 258 | 1.05 |
Power and IR drop assume default switching activity.
